File: flow/design.v
interface axi_if #(parameter ADDR_WIDTH = 32, DATA_WIDTH = 32)
                  (input logic ACLK, input logic ARESETn);
logic [ADDR_WIDTH-1 : 0] AWADDR;     
logic                    AWVALID;    
logic                    AWREADY;    
logic [DATA_WIDTH-1 : 0] WDATA;      
logic                    WVALID;     
logic                    WREADY;     
logic [1:0]              BRESP;      
logic                    BVALID;     
logic                    BREADY;     
logic [ADDR_WIDTH-1 : 0] ARDDR;      
logic                    ARVALID;    
logic                    ARREADY;    
logic [DATA_WIDTH-1 : 0] RDATA;      
logic [1:0]              RRESP;      
logic                    RVALID;     
logic                    RREADY;     
endinterface
module axi_lite_slave #(parameter ADDR_WIDTH = 32, DATA_WIDTH = 32, MEM_DEPTH = 256)
(
    input logic ACLK,
    input logic ARESETn,
    input  logic [ADDR_WIDTH-1 : 0] AWADDR,
    input  logic                    AWVALID,
    output logic                    AWREADY,
    input  logic [DATA_WIDTH-1 :0]  WDATA,
    input  logic                    WVALID,
    output logic                    WREADY,
    output logic [1:0]              BRESP,
    output logic                    BVALID,
    input  logic                    BREADY,
    input  logic  [ADDR_WIDTH-1 : 0] ARDDR,
    input  logic                     ARVALID,
    output logic                     ARREADY,
    output logic [DATA_WIDTH-1 : 0]  RDATA,
    output logic [1:0]               RRESP,
    output logic                     RVALID,
    input logic                      RREADY
);
logic [DATA_WIDTH-1 : 0] mem [0: MEM_DEPTH-1];
always_ff @(posedge ACLK or negedge ARESETn) begin
    if(!ARESETn) begin
        AWREADY <= 0;
        WREADY  <= 0;
        BRESP   <= 0;
    end else begin
        if(AWVALID && !AWREADY)
         AWREADY <= 1;
        else
         AWREADY <= 0;
        if(WVALID && !WREADY)
         WREADY  <= 1;
        else
         WREADY  <= 0;
        if(AWVALID && AWREADY && WVALID && WREADY) begin
            mem[AWADDR[7:0]] <= WDATA;   
            BVALID           <= 1;       
            BRESP            <= 2'b00;   
        end else if (BVALID && BREADY) begin
         BVALID <= 0;                    
        end
    end
end
always_ff @(posedge ACLK or negedge ARESETn) begin
    if(!ARESETn) begin
        ARREADY <= 0;
        RVALID  <= 0;
    end else begin
        if(ARVALID && !ARREADY)
         ARREADY <= 1;
        else
         ARREADY <= 0;
        if(ARVALID && ARREADY) begin
            RDATA <= mem[ARDDR[7:0]];   
            RVALID           <= 1;     
            RRESP            <= 2'b00;   
        end else if (RVALID && RREADY) begin
         RVALID <= 0;                    
        end
    end
end
endmodule
File: flow/run.sh
#!/bin/bash
# OpenROAD 26Q1-2900-gdf79404cd8, Yosys 0.63+post, stock flow scripts
make -C /OpenROAD-flow-scripts/flow DESIGN_CONFIG=/design/flow/config.mk WORK_HOME=/design/flow/orfs finish
File: flow/config.mk
export PLATFORM = sky130hd
export DESIGN_NAME = axi_lite_slave
export DESIGN_NICKNAME = axi_lite_slave
export VERILOG_FILES = /design/flow/design.v
export SDC_FILE = /design/flow/constraint.sdc
export NUM_CORES = 4
export LEC_CHECK = 1
export CORE_UTILIZATION = 50
File: flow/constraint.sdc
current_design axi_lite_slave

set clk_period 5.0
set clk_io_pct 0.2

create_clock -name clk0 -period $clk_period [get_ports {ACLK}]

set non_clock_inputs [all_inputs -no_clocks]
set_input_delay [expr $clk_period * $clk_io_pct] -clock clk0 $non_clock_inputs
set_output_delay [expr $clk_period * $clk_io_pct] -clock clk0 [all_outputs]
==> flow_summary.ini <==
; synthesis and place-and-route metrics
[outcome]
outcome = finished, violations left
violations = max-capacitance violations, max-slew violations

[logic_synthesis]
synth_chip_area_mm2 = 0.2999
avgSynthCellArea_um2 = 18.56
mappedNetlistArea_mm2 = 0.2999
synth-async-reset-ratio_pct = 0.04861
synthDistinctLibCells = 70
flop_cell = edfxtp_1
yosysCellCount = 16150
netlist_instances = 16150
ys_ff = 8229
edf_count = 8225
synth_warnings = 2
yosys.stat.seqShare_pct = 82.40

[floorplanning]
dieWidth_um = 776.4
fp_util_pct = 50.17
ios = 144
num_rows = 284
fp.dieH_um = 776.4
coreArea_mm2 = 0.5977
dieArea_mm2 = 0.6028

[timing]
rsz0062_at_grt = false
final.min_clock_period_ns = 4.939
worst_pin_slew_ns = 1.511
final-max-slew-violation-count = 1
clock.fmax_ghz = 0.2025
fin_skew_ns = 0.1128
fin_crit_sh_pct = 98.79
slew_headroom_pct = -1.684
hold_viol = 0
setup_viol = 0

[global_routing]
busiest_layer = met2
overflow = 0
grt_usage_pct = 42.77
grt_max_degree = 126
grt_pass1_vias = 183000
grt_use_met3_pct = 37.81
grt_pass1_wl_um = 1533000
met1_usage_pct = 51.36
antenna_found_initial = 162
use_met2_pct = 55.60

[drt]
first_pass_iters = 25
wire_per_inst_um = 42.29
viasPerCell = 6.600
vias = 178600
drc_errors = 0
ant_nets = 0
first_iter_violations = 15430
drt-total-wl_um = 1144000

[setup_path]
critPathKind = in2reg
r2r_setup_slack_ns = 0.91
crit_top_cell = buf_4
crit_fanout = 19
startpoint_type = input port
cp-startpoint = ARDDR[0]
r2r_cells = 9
path_cells = buf_2 -> buf_12 -> nand4bb_4 -> buf_4 -> nor2_1 -> buf_12 -> a22oi_1 -> nand4_1 -> nor4_1 -> buf_4 -> nand3_1 -> buf_4 -> or4_1 -> mux2_2
crit_required_ns = 5.95
arrival_ns = 5.89
r2r-start = mem[137][17]
cp_slowest_cell = nor4_1
r2r-end = RDATA[17]
slowest_delay_ns = 1.04
endpoint_kind = flop

[cts]
clk-insertion-delay-late_ns = 1.24
htree_levels = 6
cts_sinks = 8229
ctsHoldBuffers = 1
numCtsBuffers = 813
cts_buffer_depth = 4
clk_pin_slew_ns = 0.06
cts_root_buf = clkbuf_16
tritoncts = yes
cts_resized = 0
postCtsSetupBuffers = 0

[pwr]
ir_drop_v = 0.0003921
design_power_total_uw = 139900
p_leak_uw = 0.1124
p_per_area_mw_per_mm2 = 388.5

[layout]
mostFrequentLayoutCell = edfxtp_1
drive_gt1_share_pct = 19.92
syn2layout_area_growth_pct = 20.06
fin_cells = 27060
fill_cells = 42130
mostFrequentLayoutCells = edfxtp_1 (8225), a22oi_1 (2492), buf_4 (1418)

[flow_run]
cap_viol_max_count = 1
warnings = 114

[worst_hold_path]
holdPathStages = 1
min_path_type = in2reg
whs_endpoint = mem[222][31]
hp-start = WDATA[31]

[placed_design]
dp.final_hpwl_um = 749100
io_buffer_count = 91
gp_congestion = 1.092
dp_cells = 25170
Yosys cell counts, types with 154 or more instances:
cell	number	area share (%)
edfxtp_1	8225	82
a22oi_1	2492	6.2
and3_1	394	0.82
a22o_1	394	1.2
nand4_1	274	0.57
a32oi_1	178	0.52
o22ai_1	382	0.80
a221oi_1	186	0.54
clkbuf_1	877	1.1
nand2_1	154	0.19
nor4_1	212	0.44
nand3_1	288	0.48
nor2_1	470	0.59
a21oi_1	166	0.28
a222oi_1	350	1.2
routing by layer:
layer	share of wire, %	vias to the layer above
met5	0.57	-
met4	6.0	169
met3	21	2332
met2	43	13570
met1	30	89000
li1	-	73520
worst max-delay path, delay by kind of cell:
| kind | cells | cell delay (ns) |
|---|---|---|
| AND/OR/NAND/NOR | 6 | 2.67 |
| buffers and inverters | 6 | 1.70 |
| multiplexers | 1 | 0.31 |
| AND-OR/OR-AND | 1 | 0.16 |
where the power goes:
part	switching, µW	internal, µW
logic	3540	1260
registers	27.4	75900
clock network	26400	32700
sequential cells by signal, indices dropped and copies added (netlist names):
signal	count
ARREADY	1
AWREADY	1
BVALID	1
RDATA	32
RVALID	1
WREADY	1
mem	8192
worst max-delay path by stage:
stage and endpoint:
6_report RDATA[25], 5_1_grt RDATA[25], 4_1_cts RDATA[25]
metrics by stage:
step                setup WS, ns  setup TNS [ns]  util [%]  instance area [µm²]  hold slack (ns)
floorplan                 0.8912               0         -               299900           0.3946
global placement         -0.9544          -11.28     55.75               333200           0.4327
detailed placement       -0.9180          -10.68     55.75               333200           0.4334
CTS                       0.3123               0     60.07               359000           0.1390
global route             0.02509               0     60.20               359800           0.1731
finish                   0.06058               0     60.23               360000           0.1592
logic make-up after synthesis:
family / share of synthesized area [%]
buffers and inverters: 1.537
other: 0.001251
multiplexers: 0.1235
XOR/XNOR: 0.008764
flip-flops: 82.40
AND-OR/OR-AND: 11.98
AND/OR/NAND/NOR: 3.948
cell type report:
cell class                      count  area, µm²  area share, %
Sequential cell                  8229     247100          68.63
Multi-Input combinational cell   6785      51680          14.35
Tap cell                         8008      10020          2.783
Clock inverter                    459       4626          1.285
Timing Repair Buffer             2147      24440          6.788
Inverter                            5      18.77       0.005213
Clock buffer                     1023      21130          5.870
Antenna cell                      404       1011         0.2808
Power and IR drop assume default switching activity.
